### flow/config.mk
export PLATFORM = sky130hd
export DESIGN_NAME = SPI_w_RAM
export DESIGN_NICKNAME = SPI_w_RAM
export VERILOG_FILES = /design/flow/design.v
export SDC_FILE = /design/flow/constraint.sdc
export NUM_CORES = 4
export LEC_CHECK = 1
export CORE_UTILIZATION = 50
### flow/constraint.sdc
current_design SPI_w_RAM

set clk_period 71.9
set clk_io_pct 0.2

create_clock -name clk0 -period $clk_period [get_ports {clk}]

set non_clock_inputs [all_inputs -no_clocks]
set_input_delay [expr $clk_period * $clk_io_pct] -clock clk0 $non_clock_inputs
set_output_delay [expr $clk_period * $clk_io_pct] -clock clk0 [all_outputs]
### flow/design.v
module SPI_slave(
    input [7:0] tx_data,
    input ss_n, rst_n, clk, tx_valid, MOSI,
    output reg [9:0] rx_data, 
    output reg rx_valid, MISO
);
    reg check_read=0;
    reg[3:0] counter;
    reg[2:0] cs, ns;
    parameter IDLE      = 3'b000,
              CHK_CMD   = 3'b001,
              WRITE     = 3'b010,
              READ_DATA = 3'b011,
              READ_ADD  = 3'b100;
    always @(posedge clk)
        if(!rst_n)begin
            cs <= IDLE;
        end
        else begin
            cs <= ns;
        end
    always@(*)begin
        case(cs)
            IDLE: begin
                if(ss_n == 1)
                    ns = IDLE;
                else    
                    ns = CHK_CMD;
            end 
            CHK_CMD: begin
                case({check_read, MOSI})
                    2'b00,2'b10: 
                        ns = WRITE;
                    2'b01:
                        ns = READ_ADD;
                    2'b11:
                        ns = READ_DATA;
                endcase
            end
            WRITE: begin
                if(ss_n==0)
                    ns = WRITE;
                else 
                    ns = IDLE;
            end
            READ_ADD: begin
                if(ss_n==0)
                    ns = READ_ADD;
                else
                    ns = IDLE;
            end
            READ_DATA: begin
                if(ss_n==0)
                    ns = READ_DATA;
                else 
                    ns = IDLE;
            end
            default: ns = IDLE; 
        endcase
    end
    always@(posedge clk)begin
        if (!rst_n)begin
            rx_data <= 0;
            rx_valid <= 0;
            check_read <= 0;
            MISO <= 0;
            counter <= 0;
        end
        else begin    
            case(cs)
                IDLE:
                    begin
                        rx_data <= 0;
                        rx_valid<=0;
                        MISO <= 0;
                    end
                CHK_CMD:
                    begin
                        rx_data <= 0;
                        rx_valid <= 0;
                        MISO <= 0;
                    end
                WRITE: begin
                    rx_data <= {rx_data[8:0],MOSI};
                    counter <= counter+1;
                    if(counter == 10)begin
                        rx_valid <= 1;
                        counter <= 0;
                    end
                    else
                        rx_valid <= 0;
                end
                READ_ADD: begin
                    rx_data <= {rx_data[8:0],MOSI};
                    counter <= counter+1;
                    if(counter == 10)begin
                        rx_valid <= 1;
                        counter <= 0;
                        check_read <=  1;  
                    end
                    else
                        rx_valid <= 0;
                end
                READ_DATA: begin
                    rx_data <= {rx_data[8:0],MOSI};
                    counter <= counter+1;
                    if(counter == 10)begin
                        rx_valid <= 1;
                        counter <= 0;
                        check_read <=  1;  
                    end
                    else
                        rx_valid <= 0;
                    if((tx_valid==1)&&(counter<7||counter==7))
                        MISO <= tx_data[7-counter];
                    else
                        MISO<=0;
                    end
            endcase
        end
    end
endmodule
module SPI_w_RAM #(
    parameter MEM_DEPTH = 256,
    parameter ADDR_SIZE = 8
)(
    output MISO,
    input MOSI,
    input rst_n , ss_n , clk
);
wire[9:0]w1_rx_data;
wire[7:0]w2_tx_data;
wire w3_tx_valid , w4_rx_valid;
SPI_slave S1(
    .tx_data(w2_tx_data),
    .ss_n(ss_n),
    .rst_n(rst_n),
    .clk(clk),
    .tx_valid(w3_tx_valid),
    .MOSI(MOSI),
    .rx_data(w1_rx_data), 
    .rx_valid(w4_rx_valid),
    .MISO(MISO)
);
RAM #(
    .MEM_DEPTH(MEM_DEPTH),
    .ADDR_SIZE(ADDR_SIZE)
)R1(
    .din(w1_rx_data),
    .clk(clk),
    .rst_n(rst_n),
    .rx_vaild(w4_rx_valid),
    .dout(w2_tx_data),
    .tx_valid(w3_tx_valid)
);
endmodule
module RAM(din, clk, rst_n, rx_vaild, dout, tx_valid);
parameter MEM_DEPTH = 256;
parameter ADDR_SIZE = 8;
input [9:0] din;
input clk, rst_n, rx_vaild;
output reg [7:0] dout;
output reg tx_valid;
reg [7:0] mem [MEM_DEPTH-1:0];
reg [7:0] address;
always @(posedge clk) begin
    if (!rst_n)begin
        dout <= 0;
        tx_valid <= 0;
        address<=0;
    end
    else begin
            case(din[9:8])
                2'b00: begin
                    if(rx_vaild)begin
                        address <= din[7:0];
                        tx_valid <= 0;
                    end
                end
                2'b01: begin
                    if(rx_vaild)begin
                        mem[address] <= din[7:0];
                        tx_valid <= 0;
                    end
                end
                2'b10:begin
                    if(rx_vaild)begin
                        address <= din[7:0];
                    end
                    tx_valid <= 1;
                end
                2'b11: begin
                    dout <= mem[address];
                    tx_valid <= 1;
                end
            endcase
    end
end
endmodule
### flow/run.sh
#!/bin/bash
# OpenROAD 26Q1-2900-gdf79404cd8, Yosys 0.63+post, stock flow scripts
make -C /OpenROAD-flow-scripts/flow DESIGN_CONFIG=/design/flow/config.mk WORK_HOME=/design/flow/orfs finish
==> deck_impl_summary.md <==
Key Metrics from the Run

STA
  • Tcrit/Tclk final: 0.245
  • RSZ-0062 raised after global routing: false
  • Fin. max-slew vios: 0
  • Total negative slack: 0 ns
  • Crit path time final: 17.61 ns
  • Worst slew pin tran: 1.02 ns
  • Worst slew margin: 0.312
  • Fmax: 56.8 MHz
  • Skew final: 0.0356 ns
  • Final Hold Viols: 0
  • Final setup violation count: 0

Pwr
  • Pwr dens: 26.5 nW/um^2
  • Tot Pwr: 2.41 mW
  • VDD IR-drop max: 0.0229 mV
  • Leakage power: 27.2 nW

Global route
  • Initial antenna violation count: 8
  • Number of global-route vias before repair: 45600
  • GRT overflow: 0
  • Global Route Usage Sum: 0.324
  • Largest net degree at the start of global routing: 102
  • First-pass GRT wire length: 328000 um

CTS
  • # resized after CTS: 0
  • Clk slew on worst S/H paths: 0.06 ns
  • H-tree depth: 4
  • CTS Buf Count: 205
  • CTS tree: yes
  • Insertion Delay late pin: 0.85 ns
  • CTS Sinks: 2087
  • Hold Buf Count CTS: 0
  • CTS Buffer Depth: 3
  • CTS root buffer: clkbuf_16
  • Post-CTS setup repair buffer count: 0

Synth
  • Yosys synthesis chip area: 81400 sq um
  • Area leader share: 0.755
  • Synthesized area per cell: 20.7 sq um
  • Ys flop type: edfxtp_1
  • XOR/XNOR Area Share: 0.000108
  • Simple share: 0.0323
  • MUX share of area: 0.155
  • Ys flops: 2087
  • AO/OA Area Share: 0.0298
  • Ys cells: 3938
  • Top area cell types: edfxtp_1 76%, mux4_2 13%, mux2i_1 1.6%, nor2_1 1.4%, dfxtp_1 0.96%
  • Fraction of registers with async set/reset: 0
  • Fa+ha+maj area frac: 0
  • Dominant kind of combinational cell: multiplexers
  • Post-synthesis instance area: 81400 sq um
  • Register share after synthesis: 0.765
  • Synth cell types: 71
  • EDFF count, synth: 2048
  • Synth area leader: edfxtp_1
  • Synth warn: 2
  • Cells after synthesis: 3938

Final layout
  • Share of cells above drive strength 1: 0.238
  • FILL cells: 11800
  • Most common logic cells in the final layout: 2048 x edfxtp_1, 486 x mux4_2, 296 x nor2_1
  • Most frequent logic cell in the layout: edfxtp_1
  • P&R area growth vs syn: 11.8%

Floorplan
  • Die Area: 164000 sq um
  • # rows: 147
  • Core ar.: 161000 sq um
  • Floorplan utilization: 0.505
  • Io pins: 5
  • Die width: 406 um
  • Die height: 406 um

Critical path
  • Critical path arrival: 18.06 ns
  • Worst Setup Start Kind: primary input
  • CP required: 72.35 ns
  • Crit Path Max Fanout: 35
  • Worst Setup Path Type: primary input to register
  • Critical Path Sink Type: register

Job
  • Max-cap violations: 0
  • Tool warnings: 29

Status
  • Status: finished, final reports clean

Place
  • Count of input and output buffers: 4
  • Hpwl dp: 142000 um
  • Placer Congestion: 0.962

Routing
  • Detail Route Antenna Nets: 0
  • Drc violations: 0
  • Drt initial violations: 3173
  • DRT Wirelength: 229000 um
  • DR WL/cell: 35.8 um
  • Via count: 40600
  • First-pass DRT Iterations: 7
  • Routed vias/inst: 6.34

Worst hold path
  • HP Class: register to register
## worst max-delay path, stage by stage
cell	delay, ns
clkdlybuf4s50_1	0.46
buf_4	0.34
and4b_1	0.28
buf_4	0.54
nand3_1	0.90
buf_4	0.52
nor2_1	0.58
## worst paths after layout
check,start,end,slack (ns),depth (start not counted)
hold reg to reg,S1.check_read$_SDFFE_PN0P_,S1.check_read$_SDFFE_PN0P_,0.51,1
setup / recovery,rst_n,R1.mem[156][2]$_DFFE_PP_,54.29,7
setup reg to reg,R1.address[3]$_SDFFE_PN0P_,R1.dout[3]$_SDFFE_PN0P_,66.82,11
hold / removal,S1.check_read$_SDFFE_PN0P_,S1.check_read$_SDFFE_PN0P_,0.51,1
## power by group
group          switching (mW)  internal [mW]
registers            0.000418           1.32
clock network           0.453          0.642
logic                 0.00238       0.000701
## layer usage
layer | share of wire | track usage | wire length (um)
met5 | 0.0021 | 0.0211 | 483
met4 | 0.036 | 0.0843 | 8300
met3 | 0.19 | 0.271 | 43900
met2 | 0.46 | 0.440 | 105000
met1 | 0.31 | 0.419 | 71800
## state kept, by name, indices dropped and copies added, names as in the netlist
name	count
R1.dout	8
S1.counter	4
R1.mem	2048
S1.cs	5
S1.MISO	1
S1.check_read	1
R1.address	8
S1.rx_valid	1
S1.rx_data	10
R1.tx_valid	1
## cells by family after synthesis
logic type,after synthesis
buffers and inverters,244
and+or+nand+nor,609
muxes,647
DFF,2087
xor gates and xnor gates,1
AOI/OAI and AO/OA,350
## layout make-up
class	count	area (sq um)	area share
Sequential cell	2087	62300	0.684
Antenna cell	14	35.0	0.000385
Inverter	9	38.8	0.000426
Tap cell	2160	2700	0.0297
Multi-Input combinational cell	1607	17800	0.195
Clock buffer	250	5440	0.0597
Clock inverter	129	1480	0.0163
Timing Repair Buffer	144	1250	0.0138
## per-stage QoR
stage | setup WS (ns) | std cells | hold WS, ns | util | instance area (sq um)
2_1_floorplan | 55.49 | 3938 | 0.463 | - | 81400
3_3_place_gp | 53.61 | 6007 | 0.477 | 0.522 | 84100
3_5_place_dp | 53.60 | 6007 | 0.492 | 0.522 | 84100
4_1_cts | 54.48 | 6386 | 0.506 | 0.565 | 91000
5_1_grt | 54.26 | 6386 | 0.528 | 0.565 | 91000
6_report | 54.29 | 6400 | 0.510 | 0.565 | 91100
## cells in the mapped netlist (11+ instances only)
cell type,count
buf_1,13
buf_6,23
mux2i_1,127
a32oi_1,24
nand2_1,167
a21boi_0,11
nor3_1,20
and2_1,13
a22oi_1,35
a22o_1,13
o22ai_1,34
a21oi_1,52
buf_2,53
o21ai_0,63
a211oi_1,17
edfxtp_1,2048
nor2_1,300
mux4_2,486
a31oi_1,17
mux2_2,32
o221ai_1,15
nand3_1,34
nand2b_1,13
buf_4,63
clkbuf_1,80
dfxtp_1,39
No activity file was given, so power comes from the tool's default toggle rates.
